===== flow/design.v =====
module ascii_type_detector(
        input [7:0] ascii_char,
        output number,
        output math_symbol,
        output start_stop
    );
    assign number = (48 <= ascii_char && ascii_char <= 57); 
    assign math_symbol = (ascii_char == 42)  
                      || (ascii_char == 43)  
                      || (ascii_char == 47)  
                      || (ascii_char == 60)  
                      || (ascii_char == 61)  
                      || (ascii_char == 62); 
    assign start_stop = (ascii_char == 0);
endmodule

===== flow/run.sh =====
#!/bin/bash
# OpenROAD 26Q1-2900-gdf79404cd8, Yosys 0.63+post, stock flow scripts
make -C /OpenROAD-flow-scripts/flow DESIGN_CONFIG=/design/flow/config.mk WORK_HOME=/design/flow/orfs finish

===== flow/config.mk =====
export PLATFORM = sky130hd
export DESIGN_NAME = ascii_type_detector
export DESIGN_NICKNAME = ascii_type_detector
export VERILOG_FILES = /design/flow/design.v
export SDC_FILE = /design/flow/constraint.sdc
export NUM_CORES = 4
export LEC_CHECK = 1
export CORE_AREA = 10 10 70 70
export DIE_AREA = 0 0 80 80

===== flow/constraint.sdc =====
current_design ascii_type_detector

set clk_period 2.7
set clk_io_pct 0.2

create_clock -name clk0 -period $clk_period

set non_clock_inputs [all_inputs -no_clocks]
set_input_delay [expr $clk_period * $clk_io_pct] -clock clk0 $non_clock_inputs
set_output_delay [expr $clk_period * $clk_io_pct] -clock clk0 [all_outputs]

==> flow_metrics.tcl <==
# yosys + openroad results
set metrics [dict create \
    ys_cells 13 \
    cts_resized 0 \
    cpMaxStageDelayCell "clkdlybuf4s50_1" \
    fin_setup_tns_ps 0 \
    cpMostUsedCell "clkdlybuf4s50_1" \
    hold_path_class "in -> out" \
    highest_layer "met3" \
    rsz0062_at_grt "false" \
    power.leakage_nw 0.0703 \
    drc 0 \
    p_seq_share_pct 0 \
    post_drt_wl_per_cell_um 5.30 \
    syn_to_final_growth_pct 239 \
    syn_avg_cell_area_um2 5.39 \
    power_density_nw_per_um2 82.6 \
    ant_nets 0 \
    rows 21 \
    fmax_mhz 411 \
    mostFrequentLayoutCells "clkdlybuf4s50_1 (11), nor2_1 (3), nand3_1 (3)" \
    hold_buffers 0 \
    postCtsSetupBuffers 0 \
    die_w_um 80 \
    critPathCaptureType "output port" \
    largest_area_cell "nand3_1" \
    status "complete, no violations" \
    slew_headroom_pct 87.3 \
    die_y_um 80 \
    grt-ovfl-total 0 \
    combPwrFrac_pct 100.0 \
    netlist_area_um2 70.1 \
    crit_start "ascii_char[3]" \
    stdcell_area_um2 238 \
    finalCriticalPeriod_ps 2430 \
    antenna_found_initial 0 \
    crit_fanout 4 \
    lay_top_count "clkdlybuf4s50_1" \
    vdd_drop_max_v 0.00000825 \
    synth_cells 13 \
    yosys.stat.seqShare_pct 0 \
    crit_path_start_kind "primary input" \
    tightest_slew_ps 189 \
    initial_core_util_pct 2.05 \
    place.gp.congestion 0.744 \
    drt-initial-drc-count 8 \
    dr_wl_met2_um 78 \
    ff_count 0 \
    coreArea_um2 3420 \
    hold_violations 0 \
    fin_util_pct 6.96 \
    m1WireLength_um 218 \
    final-comb-area_um2 70.1 \
    topCellsByArea "nand3_1 (21%), nor2_1 (16%), and4b_1 (14%)" \
    hold_slack_ps 2070 \
    finalSetupViolCount 0 \
    critPathBufInv 2 \
    num_antenna_cells 0 \
    required_ps 2160 \
    pin_count 11 \
    num-fill-cells 406 \
    grt.total_usage_pct 1.09 \
    dieArea_um2 6400 \
    drive_gt1_share_pct 0 \
    critPathArrivalTime_ps 1890 \
    grt_pass1_wl_um 600 \
    crit_path_cell_trace "clkdlybuf4s50_1 -> and4b_1 -> nand3_1 -> o21ai_1 -> clkdlybuf4s50_1" \
    clkbuf_count 0 \
    portBuffers 11 \
    crit_path_max_incr_delay_ps 510 \
    crit_type "in -> out" \
    yosys-stat-area_um2 70.1 \
    grt_max_degree 5 \
    intPower_uw 13.5 \
    hpwl_um 314 \
    top_area_share_pct 21.4 \
    report.final.slew_viol_count 0 \
    cp_top_family "buffers and inverters" \
    routed-wl-met3_um 75 \
    warning_count 32 \
    seq_area_um2 0 \
    power_switching_uw 6.13 \
    cap_violations 0 \
    totalWireLength_um 371 \
    grt_pass1_vias 128 \
    fin_crit_sh_pct 90.1 \
    hp-start "ascii_char[5]" \
    ys_warn_count 0 \
    place_area_um2 238 \
    firstDrtPassIters 4 \
    sw_frac_of_total_pct 31.2 \
    clkPwrFrac_pct 0 \
    vias 136 \
    vias_per_cell 1.94 \
    yosys.cell_types.count 9 \
]
## final cells by class
class                           count  area share (%)
Multi-Input combinational cell     13            29.5
Timing Repair Buffer               11            46.3
Tap cell                           46            24.2
## power by group through the flow
stage / Combinational [mW] / Clock (mW) / Sequential [mW]
4_1_cts: 0.0195 / 0 / 0
5_1_grt: 0.0214 / 0 / 0
6_report: 0.0196 / 0 / 0
## final timing paths
kind	slack [ps]	cells past startpoint	to
worst max-delay path	270	5	math_symbol
worst min-delay path	2070	4	number
## per-layer routing
metal | vias to the layer above | GRT usage, %
met1 | 54 | 1.71
met4 | 0 | 0
met2 | 11 | 1.36
li1 | 71 | -
met5 | - | 0
met3 | 0 | 0.455
## cells by family after synthesis
logic type      synth area share (%)
simple gates                    92.9
compound gates                  7.14
## through the flow
step / instances / power, mW / setup WS, ps
after floorplan: 13 / 0.00414 / 1260
after global placement: 70 / 0.0192 / 272
after detailed placement: 70 / 0.0194 / 265
after CTS: 70 / 0.0195 / 260
after global routing: 70 / 0.0214 / 118
final: 70 / 0.0196 / 266
## synthesized netlist by cell type
library cell  n
o21ai_1       1
nand2b_1      1
and3_1        1
nand3_1       3
and4b_1       1
nor4_1        1
nand2_1       1
nor2_1        3
nor2b_1       1
Power is estimated from default activity; no workload was simulated.
