==> design.v <==
module tsk(
    input [3:0] state,
    input rst,
    input clk,
    input valid,
    input verify_error,
    input error_verify,
    output reg [3:0] next_state,
    input   start_stop,          
            small_letter,        
            capital_letter,      
            number,              
            hex_digit,           
            punctuation_basic,   
            punctuation_finance,  
            parentheses,         
            curly_braces,        
            math_symbol,         
            whitespace,          
            vowel,               
            consonant,           
            other                
);
    localparam  
               IDLE =  0, 
               START = 1,
               STOP =  2,
               ERROR = 3,
               NUMBER = 4,
               MATHSYMBOL = 5,
               CAPPITALLETTER = 6;
    reg [2:0] k;
    always @(posedge clk)
        if (rst) begin
            next_state <= 0;
            k <= 0;
        end 
        else 
        begin
            if ((state == STOP)||valid||(state == ERROR))
            begin
                k <= (state == NUMBER || state == CAPPITALLETTER) ? k + 1 : 0;
                case (state)
                    IDLE        : next_state <= start_stop ? START : IDLE;
                    START       : next_state <= 
                                                number 
                                                ? 4 : ERROR;
                    ERROR       : next_state <= (error_verify||(start_stop&&valid)) ? IDLE : ERROR;  
                    default     : next_state <= IDLE;  
                    NUMBER: next_state <= (k < 4 && number) ? NUMBER : 
                                          (k > 1 && math_symbol) ? MATHSYMBOL : ERROR;
                    MATHSYMBOL: next_state <= capital_letter ? CAPPITALLETTER : ERROR;
                    CAPPITALLETTER: next_state <= (k < 3 && capital_letter) ? CAPPITALLETTER : 
                                                  (start_stop) ? STOP : ERROR;
                endcase
            end
        end
endmodule
==> run.sh <==
#!/bin/bash
# OpenROAD 26Q1-2900-gdf79404cd8, Yosys 0.63+post, stock flow scripts
make -C /OpenROAD-flow-scripts/flow DESIGN_CONFIG=/design/flow/config.mk WORK_HOME=/design/flow/orfs finish
==> config.mk <==
export PLATFORM = sky130hd
export DESIGN_NAME = tsk
export DESIGN_NICKNAME = tsk
export VERILOG_FILES = /design/flow/design.v
export SDC_FILE = /design/flow/constraint.sdc
export NUM_CORES = 4
export LEC_CHECK = 1
export CORE_AREA = 10 10 70 70
export DIE_AREA = 0 0 80 80
==> constraint.sdc <==
current_design tsk

set clk_period 1.6
set clk_io_pct 0.2

create_clock -name clk0 -period $clk_period [get_ports {clk}]

set non_clock_inputs [all_inputs -no_clocks]
set_input_delay [expr $clk_period * $clk_io_pct] -clock clk0 $non_clock_inputs
set_output_delay [expr $clk_period * $clk_io_pct] -clock clk0 [all_outputs]
==> metrics.yaml <==
status: "completed"
clkTransAtPathRegs_ns: 0.04
r2r_cells: 7
cpMostUsedCell: "a31oi_1"
grt_max_degree: 10
clk_latency_ns: 0.24
power_leakage_nw: 0.325
period_needed_ns: 1.49
flop_cell: "dfxtp_1"
adder_share_pct: 5.14
tns_ns: 0
pwr-share-comb_pct: 30.3
hp-class: "register to register"
skew_ns: 0.00223
drive_above_1_share_pct: 34.1
internal_power_mw: 0.308
die_area_sq_um: 6400
pre_cts_slack_ns: -0.382
edf_count: 0
ys_types: 32
ios: 27
numCtsBuffers: 3
cts_post_setup_buffers_inserted: 0
simple_gate_share_pct: 31.1
yosys_warnings: 1
gr-total-overflow: 0
warning_count: 37
grt_pass1_vias: 579
seq_power_share_pct: 36.9
cts.sinks: 6
worst_path_max_delay_cell: "clkdlybuf4s50_1"
yosys.area_share.xor_xnor_pct: 0
ys_sh_mux_pct: 4.37
die_h_microns: 80
antenna_found_initial: 0
ir_drop_v: 0.000114
worst_setup_path_end_kind: "register"
fin_area_sq_um: 843
instances_no_fill: 137
async_flop_share_pct: 0
io_buffers: 14
drtIter0Drc: 49
max_freq_ghz: 0.670
path_class: "primary input to register"
cts_root_buf: "clkbuf_4"
grt_pass1_wl_microns: 2590
track_usage_pct: 4.82
met1_usage_pct: 6.66
avgSynthCellArea_sq_um: 7.98
cp_num_cells: 7
rows: 21
area_growth_syn_to_layout_pct: 73.3
crit_required_ns: 1.75
drt-vias-per-instance: 4.12
place_congestion: 0.879
cp_slowest_stage_delay_ns: 0.42
regToRegStartpoint: "k[1]"
use_met2_pct: 7.06
first_pass_iters: 4
core_area_sq_um: 3420
fin_hold_ws_ns: 0.498
top_cell_area_share_pct: 24.7
topCellsByArea: "dfxtp_1 25%, a21oi_1 6.2%, nand3b_1 6.2%"
finalPower_mw: 0.417
n_fill_cell: 375
placed_cells: 134
clkPwrFrac_pct: 32.9
switching_share_pct: 26.2
synth_chip_area_sq_um: 487
busiest_layer: "met2"
worst_slack_ns: 0.108
vias: 565
antenna_cells: 0
p_switching_mw: 0.109
period_used_pct: 93.2
worstPathCellList: "clkdlybuf4s50_1 -> buf_4 -> mux2i_4 -> nand3_1 -> a31oi_1 -> a31oi_1 -> o31ai_1"
ant_nets: 0
cp_max_fo: 3
final_max_slew_viol_count: 0
grt_use_met3_pct: 1.70
placed_cell_area_sq_um: 785
ctsHtreeMaxLevel: 1
ys.flops: 6
synth.logic.top_family: "simple AND/OR/NAND/NOR gates"
dp.final_hpwl_microns: 1200
critical_path_arrival_ns: 1.64
aoi_share_pct: 29.0
setup_viol: 0
hold_viol: 0
ys_cells: 61
critical_path.startpoint: "number"
cpLargestDelayFamily: "buffers and inverters"
synth_seq_share_pct: 24.7
yosysTopAreaCell: "dfxtp_1"
die_w_microns: 80
fp_util_pct: 14.2
p_per_area_nw_per_um2: 494
cp-start-kind: "primary input"
final_util_pct: 24.7
r2r_end: "next_state[2]"
post_drt_wl_per_cell_microns: 10.8
top_cells_by_count: "6 x a21oi_1, 6 x dfxtp_1, 4 x nand2_1, 4 x nand3b_1, 4 x nor2_1"
cp-endpoint: "next_state[0]"
synthesis.instances: 61
synth.cell_area_sq_um: 487
drcViolationCount: 0
path_buffers: 2
clock_path_buffers: 2
r2r_slack_ns: 0.17
tritoncts: "built"
drv_cap: 0
ctsHoldBuffers: 0
wirelength_microns: 1480
## placed cells by master (no fill, tap or decap), types with 2 or more instances in the layout
cell             count
a211oi_1             2
a21oi_1              6
a31oi_1              2
buf_4               15
clkbuf_4             3
clkdlybuf4s50_1      9
dfxtp_1              5
dlygate4sd2_1        3
ha_1                 2
inv_1                2
nand2_1              4
nand3_1              2
nand3b_1             4
nor2_1               4
nor3_1               2
o21ai_0              2
o31ai_1              2
or4b_1               2
## sequential cells by signal, indices dropped and copies added, names as in the netlist
register and count:
next_state 3, k 3
## timing repair
item                                    4_1_cts  5_1_grt
resized                                       6       10
endpoints found under the setup margin        4        4
pin swaps                                     2        4
## power by group through the flow
stage | clock, mW | combinational (mW) | sequential (mW)
after CTS | 0.145 | 0.118 | 0.154
after global routing | 0.152 | 0.140 | 0.154
final | 0.137 | 0.126 | 0.154
## layout make-up
type / count / area, sq um / share of cell area, %
clock buffers: 3 / 22.5 / 2.67
inverters: 3 / 11.3 / 1.34
multi-input cells: 50 / 384 / 45.5
flip-flops and latches: 6 / 121 / 14.4
well taps: 46 / 57.6 / 6.82
repair buffers: 29 / 246 / 29.2
## how the worst min path moves through the flow
stage	start	endpoint	slack (ns)	cells after the start
CTS	next_state[2]	next_state[2]	0.49	2
global route	next_state[0]	next_state[0]	0.53	2
finish	next_state[2]	next_state[2]	0.50	2
## logic make-up after synthesis
group,after synthesis
compound gates,21
other cells,1
simple gates,24
flops,6
mux,2
buf+inv,5
fa+ha+maj,2
## per-layer routing
| layer | vias up | part of all wire, % |
|---|---|---|
| met5 | - | 0 |
| met4 | 0 | 0 |
| met3 | 0 | 7.1 |
| met2 | 11 | 41 |
| met1 | 265 | 52 |
| li1 | 289 | - |
## worst min-delay path, delay by kind of cell (launching register included)
kind | cells | cell delay, ns
AOI/OAI and AO/OA | 1 | 0.06
and+or+nand+nor | 1 | 0.06
DFF | 1 | 0.33
Power and IR drop assume default switching activity.
